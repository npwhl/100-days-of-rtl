==> design.v <==
module day8#(
  parameter BIN_W       = 4,
  parameter ONE_HOT_W   = 16 
)(
  input   wire[BIN_W-1:0]     bin_i,
  output  wire[ONE_HOT_W-1:0] one_hot_o  
);
  assign one_hot_o = 1'b1 << bin_i;  
endmodule
==> run.sh <==
#!/bin/bash
# OpenROAD 26Q1-2900-gdf79404cd8, Yosys 0.63+post, stock flow scripts
make -C /OpenROAD-flow-scripts/flow DESIGN_CONFIG=/design/flow/config.mk WORK_HOME=/design/flow/orfs finish
==> config.mk <==
export PLATFORM = sky130hd
export DESIGN_NAME = day8
export DESIGN_NICKNAME = day8
export VERILOG_FILES = /design/flow/design.v
export SDC_FILE = /design/flow/constraint.sdc
export NUM_CORES = 4
export LEC_CHECK = 1
export CORE_AREA = 10 10 70 70
export DIE_AREA = 0 0 80 80
==> constraint.sdc <==
current_design day8

set clk_period 1.0
set clk_io_pct 0.2

create_clock -name clk0 -period $clk_period

set non_clock_inputs [all_inputs -no_clocks]
set_input_delay [expr $clk_period * $clk_io_pct] -clock clk0 $non_clock_inputs
set_output_delay [expr $clk_period * $clk_io_pct] -clock clk0 [all_outputs]
==> impl_results.html <==
<h3>Run summary</h3>
<table>
<tr><th>Metric</th><th>Value</th></tr>
<tr><th colspan="2">Status</th></tr>
<tr><td>Status</td><td>finished with violations</td></tr>
<tr><td>Violations in the final reports</td><td>negative setup slack</td></tr>
<tr><th colspan="2">Cells and area</th></tr>
<tr><td>Most instantiated logic cells after routing</td><td>sky130_fd_sc_hd__buf_6 (16), sky130_fd_sc_hd__buf_2 (15), sky130_fd_sc_hd__and4bb_2 (6), sky130_fd_sc_hd__buf_4 (6)</td></tr>
<tr><td>Combined flip-flop and latch cell area</td><td>0 um^2</td></tr>
<tr><td>Area growth from synthesis to final layout</td><td>216%</td></tr>
<tr><td>Fraction of layout instances using a drive strength above 1</td><td>0.900</td></tr>
<tr><td>Total of clock buffers placed in the layout</td><td>0</td></tr>
<tr><td>Count of flip-flops and latches</td><td>0</td></tr>
<tr><td>Most frequent logic cell in the layout</td><td>sky130_fd_sc_hd__buf_6</td></tr>
<tr><td>Core utilization of the finished layout</td><td>0.210</td></tr>
<tr><th colspan="2">Synthesis</th></tr>
<tr><td>Portion of synthesized cell area occupied by the leading cell type</td><td>0.331</td></tr>
<tr><td>Library cell occupying the most area in the post-synthesis netlist</td><td>sky130_fd_sc_hd__and4bb_2</td></tr>
<tr><td>Sequential-to-total area share from yosys stat</td><td>0</td></tr>
<tr><td>Gate count after technology mapping</td><td>20</td></tr>
<tr><td>Area of the mapped netlist</td><td>226 um^2</td></tr>
<tr><td>Cell Type Count</td><td>6</td></tr>
<tr><td>Cell count in the Yosys report</td><td>20</td></tr>
<tr><td>Top cells by area</td><td>sky130_fd_sc_hd__and4bb_2 (33%), sky130_fd_sc_hd__nor4b_2 (27%), sky130_fd_sc_hd__and4b_1 (18%)</td></tr>
<tr><td>Total of warnings raised by yosys</td><td>0</td></tr>
<tr><td>Chip area line of the yosys report</td><td>226 um^2</td></tr>
<tr><td>Syn Area/Cell</td><td>11.3 um^2</td></tr>
<tr><th colspan="2">Power and ir drop</th></tr>
<tr><td>Internal power</td><td>0.156 mW</td></tr>
<tr><td>Register share of total power</td><td>0</td></tr>
<tr><td>Fraction of power consumed by combinational cells</td><td>1.000</td></tr>
<tr><td>Switching Fraction</td><td>0.351</td></tr>
<tr><td>Leakage power total</td><td>0.346 nW</td></tr>
<tr><td>Net switching component of the power</td><td>0.0846 mW</td></tr>
<tr><td>Clock network power share</td><td>0</td></tr>
<tr><td>Overall power</td><td>0.241 mW</td></tr>
<tr><td>Peak ir drop on the vdd network</td><td>149 uV</td></tr>
<tr><td>Areal power density over the cells</td><td>337 nW/um^2</td></tr>
<tr><th colspan="2">Die</th></tr>
<tr><td>Starting Density</td><td>0.0663</td></tr>
<tr><td>Count of boundary I/O pins</td><td>20</td></tr>
<tr><td>Number of core rows</td><td>21</td></tr>
<tr><td>Overall die area</td><td>6400 um^2</td></tr>
<tr><td>Horiz. Die Dim</td><td>80 um</td></tr>
<tr><td>Die outline height</td><td>80 um</td></tr>
<tr><td>Area of the core region</td><td>3420 um^2</td></tr>
<tr><th colspan="2">Route</th></tr>
<tr><td>Number of DRC violations after detailed-routing iteration 0</td><td>17</td></tr>
<tr><td>Final routed DRC violation total</td><td>0</td></tr>
<tr><td>Via count</td><td>343</td></tr>
<tr><td>Tally of nets with antenna violations remaining after routing</td><td>0</td></tr>
<tr><td>Router iterations before antenna repair</td><td>2</td></tr>
<tr><td>Antenna cell count</td><td>0</td></tr>
<tr><td>WL per Instance</td><td>13.1 um</td></tr>
<tr><td>Sum of routed wire length over all layers</td><td>1390 um</td></tr>
<tr><td>Routed via count divided by cell count</td><td>3.24</td></tr>
<tr><th colspan="2">STA</th></tr>
<tr><td>Worst relative slew slack</td><td>0.864</td></tr>
<tr><td>Final critical path time including I/O delays and setup</td><td>1.14 ns</td></tr>
<tr><td>Min setup slack post-route</td><td>-0.144 ns</td></tr>
<tr><td>Total negative slack</td><td>-1.16 ns</td></tr>
<tr><td>Max Clk Rate</td><td>874 MHz</td></tr>
<tr><td>Setup violators final</td><td>13</td></tr>
<tr><td>Final period utilization</td><td>1.14</td></tr>
<tr><td>Setup repair after global routing missed its margin</td><td>true</td></tr>
<tr><td>Total count of hold-check failures in the final report</td><td>0</td></tr>
<tr><td>Measured slew at the worst slew-check pin</td><td>0.203 ns</td></tr>
<tr><td>Final number of max-transition violations</td><td>0</td></tr>
<tr><th colspan="2">Global route</th></tr>
<tr><td>Antenna violations before repair</td><td>0</td></tr>
<tr><td>Tot GR Track Use</td><td>0.0383</td></tr>
<tr><td>Global routing usage on met2</td><td>0.0393</td></tr>
<tr><td>GRT Max-Usage Layer</td><td>met1</td></tr>
<tr><td>Leftover overflow at the end of global routing</td><td>0</td></tr>
<tr><td>Pin count of the biggest net entering global routing</td><td>9</td></tr>
<tr><td>First-pass GRT wire length</td><td>1980 um</td></tr>
<tr><td>Vias in the first global route</td><td>344</td></tr>
<tr><td>Met1 global-route usage</td><td>0.0686</td></tr>
<tr><td>Met3 demand-to-capacity share in global routing</td><td>0.0148</td></tr>
<tr><th colspan="2">Critical path</th></tr>
<tr><td>WP data arrival</td><td>0.94 ns</td></tr>
<tr><td>Required time of the critical path</td><td>0.80 ns</td></tr>
<tr><td>Critical path class</td><td>input pin to primary output</td></tr>
<tr><td>Startpoint of the most critical setup path</td><td>bin_i[1]</td></tr>
<tr><td>Worst setup EP type</td><td>primary output</td></tr>
<tr><td>Maximum net fanout on the critical path</td><td>6</td></tr>
<tr><td>Launching element type of the critical path</td><td>input pin</td></tr>
<tr><th colspan="2">Job</th></tr>
<tr><td>Maximum capacitance violations</td><td>0</td></tr>
<tr><td>OpenROAD warning count</td><td>34</td></tr>
<tr><th colspan="2">Min path</th></tr>
<tr><td>HP Start</td><td>bin_i[0]</td></tr>
<tr><td>Min-Delay Path Class</td><td>input pin to primary output</td></tr>
<tr><th colspan="2">Place</th></tr>
<tr><td>DP HPWL</td><td>634 um</td></tr>
<tr><td>Final Wtd Congestion</td><td>0.721</td></tr>
<tr><td>Buffers on Ports</td><td>20</td></tr>
</table>
## logic make-up (layout without fill, tap and decap cells)
group	count (synthesis)	count (layout)	share of synthesized area
simple gates	16	16	0.867
buf+inv	4	44	0.133
## per-stage QoR
step                      instances  hold WS, ns  setup WS, ns  area [um^2]
after floorplan                  20        0.541         0.250          226
after global placement           86         1.50        -0.802          497
after detailed placement         86         1.50        -0.800          497
after CTS                       104        0.752        -0.125          647
after global routing            106        0.785        -0.189          716
final                           106        0.765        -0.144          716
## synth_stat cells
cell type                  number
sky130_fd_sc_hd__and4bb_2       6
sky130_fd_sc_hd__nor4b_2        4
sky130_fd_sc_hd__nor4_2         1
sky130_fd_sc_hd__and4b_1        4
sky130_fd_sc_hd__and4_1         1
sky130_fd_sc_hd__buf_4          4
## per-layer routing
| layer | share of wire | routed length (um) |
|---|---|---|
| met1 | 0.56 | 779 |
| met2 | 0.34 | 470 |
| met3 | 0.099 | 137 |
| met4 | 0 | 0 |
| met5 | 0 | 0 |
## repair_timing
item                                    CTS  global route
endpoints found under the setup margin   16            13
resized                                  89            10
hold endpoints to repair                  0             0
gates cloned                              4             0
hold buffers                              0             0
buffers inserted                         14             3
pin swaps                                 9             5
## worst max-delay path, stage by stage
cell and delay (ns):
sky130_fd_sc_hd__buf_8 0.10, sky130_fd_sc_hd__buf_6 0.12, sky130_fd_sc_hd__buf_6 0.12, sky130_fd_sc_hd__nor4b_4 0.27, sky130_fd_sc_hd__buf_2 0.14
## area by class of cell
type	count	area, um^2
fillers	368	2700
multi-input cells	16	240
well taps	46	57.6
repair buffers	44	418
## power by group through the flow
stage	Sequential [mW]	Combinational (mW)	Clock (mW)
5_1_grt	0	0.257	0
6_report	0	0.241	0
4_1_cts	0	0.207	0
## path summary, 6_finish.rpt
check / endpoint / slack [ns] / depth (start not counted)
worst max-delay path: one_hot_o[1] / -0.14 / 5
worst min-delay path: one_hot_o[4] / 0.77 / 4
Power is estimated from default activity; no workload was simulated.
