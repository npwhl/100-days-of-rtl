### flow/config.mk
export PLATFORM = sky130hd
export DESIGN_NAME = day5
export DESIGN_NICKNAME = day5
export VERILOG_FILES = /design/flow/design.v
export SDC_FILE = /design/flow/constraint.sdc
export NUM_CORES = 4
export LEC_CHECK = 1
export CORE_AREA = 10 10 70 70
export DIE_AREA = 0 0 80 80
### flow/constraint.sdc
current_design day5

set clk_period 1.3
set clk_io_pct 0.2

create_clock -name clk0 -period $clk_period [get_ports {clk}]

set non_clock_inputs [all_inputs -no_clocks]
set_input_delay [expr $clk_period * $clk_io_pct] -clock clk0 $non_clock_inputs
set_output_delay [expr $clk_period * $clk_io_pct] -clock clk0 [all_outputs]
### flow/design.v
module day5 (
  input wire clk,
  input wire reset,
  output logic[7:0] cnt_o
);
  always@(posedge clk) begin
    if(reset) cnt_o <= 8'h1; 
    else begin
      cnt_o <= cnt_o + 8'h2; 
    end
  end
endmodule
### flow/run.sh
#!/bin/bash
# OpenROAD 26Q1-2900-gdf79404cd8, Yosys 0.63+post, stock flow scripts
make -C /OpenROAD-flow-scripts/flow DESIGN_CONFIG=/design/flow/config.mk WORK_HOME=/design/flow/orfs finish
==> reports/results.txt <==
status: complete, no violations
Init Core Util: 8.39%
Clk pwr share: 41.8%
hold path start: cnt_o[1]
total global routing overflow: 0
sequential share of power: 48.7%
routability cong.: 0.688
RR Startpoint: cnt_o[1]
Top Ports: 10
maxcap violations: 0
Psw: 0.0991 mW
hold crit path type: flip-flop to flip-flop
Post-synth seq share: 48.9%
dpl hpwl: 575 microns
Setup crit start kind: flip-flop
# Cells Yosys: 31
Worst Reg-to-Reg Cells: 5
antenna fix cells: 0
Sink Count: 7
final WL: 821 microns
Post-synth regs: 7
CTS root buf: clkbuf_4
CP max FO: 3
count of warnings emitted by yosys: 1
Reg-to-Reg End: cnt_o[7]
largest net degree at the start of global routing: 10
reg2reg setup slack: 0.14 ns
row cnt: 21
Chip Area, Yosys: 287 sq um
Overall Power: 0.468 mW
die area: 0.00640 sq mm
fin cells: 94
I/O Buffers: 8
post-route cell area: 499 sq um
global-route wire length before repair: 1.37 mm
Total GRT Usage: 2.77%
endpoints failing setup: 0
share of cells above drive strength 1: 41.7%
number of global-route vias before repair: 285
Top area cell types: dfxtp_1, nor2_1, xor2_1, buf_4, o21bai_1
Vias: 282
wire length per cell: 8.73 microns
P_leak: 0.211 nW
WHS Path Cells: 2
Inserted Clock Buffers: 3
most flop-heavy register: cnt_o
CTS H-tree lvls: 1
Hold Violations, Final: 0
pwr/cell area: 937 mW/mm^2
Die Wd: 80 microns
Log Warnings: 25
initial antenna violation count: 0
Reg clk slew, reported paths: 0.05 ns
Yosys top cell by area: dfxtp_1
cycle use final: 89.4%
final core utilization: 14.6%
Unique cell types: 14
WS Path Type: flip-flop to flip-flop
DRT iter0 DRCs: 2
core area: 0.00342 sq mm
max reg flops: 7
placed cell area: 409 sq um
internal power: 0.368 mW
Vias/cell: 3.00
crit path DAT: 1.34 ns
CTS tree: yes
clk buf depth: 2
Worst Hold Path EP: cnt_o[1]
Cells after DPL: 83
clk latency late pin: 0.25 ns
Clock Skews: 0.00143 ns
pre-CTS setup slack: -0.0544 ns
unrepaired setup endpoints after global routing: no
Largest regs: cnt_o: 7 flops
Area leader share: 48.9%
FMAX: 860 MHz
Final Max Tran Viols: 0
Area Growth Syn to Fin: 74.2%
chip height: 80 microns
Pre-antenna DRT Iters: 2
Cell Area, Synth: 287 sq um
DRT antenna net count: 0
post-synthesis area per instance: 9.24 sq um
Combinational Power Share: 9.4%
DRC viols: 0
Crit path required time: 1.48 ns
Sw Ratio: 21.2%
Syn Inst Count: 31
crit path capture type: flip-flop
Min Clock Period, post-route: 1.16 ns
slack of the critical path: 0.137 ns
VDD IR max: 0.728 mV
-- critical path, cell delays in order (launching register included) --
cell	delay, ns
dfxtp_2	0.31
buf_4	0.11
ha_1	0.20
nand3_2	0.13
nor4_2	0.21
o21bai_1	0.13
-- area by class of cell --
type                            instances  area (sq um)
Clock buffer                            4          26.3
Fill cell                             401          2920
Multi-Input combinational cell         22           143
Sequential cell                         7           149
Tap cell                               46          57.6
Timing Repair Buffer                   15           124
-- placed cells by master (no fill, tap or decap) --
cell / instances
buf_4: 7
clkbuf_1: 1
clkbuf_4: 3
clkdlybuf4s50_1: 1
conb_1: 1
dfxtp_2: 7
dlygate4sd2_1: 7
ha_1: 1
nand2_1: 2
nand2b_1: 1
nand3_1: 1
nand3_2: 1
nor2_1: 6
nor2b_1: 1
nor4_1: 1
nor4_2: 1
o21bai_1: 2
or2b_2: 1
xnor2_1: 1
xor2_1: 2
-- cells by family (layout without fill, tap and decap cells) --
group | count (synthesis) | count (layout) | synth area share [%]
other | 1 | 1 | 1.31
DFF | 7 | 7 | 48.9
adders and majority gates | 1 | 1 | 4.37
buffers and inverters | 2 | 19 | 5.24
and+or+nand+nor | 15 | 15 | 25.8
xor gates and xnor gates | 3 | 3 | 9.17
AOI/OAI and AO/OA | 2 | 2 | 5.24
-- timing repair --
item / CTS / global route
cloned: 0 / 0
hold buffers: 0 / 0
gates resized: 14 / 2
setup endpoints to repair: 7 / 1
buffers inserted: 7 / 0
endpoints found under the hold margin: 0 / 0
-- layer usage --
layer | vias to the layer above | part of all wire [%] | global-route usage (%)
met3 | 5 | 16 | 2.61
met1 | 130 | 47 | 3.49
li1 | 135 | - | -
met5 | - | 0 | 0
met2 | 12 | 34 | 3.21
met4 | 0 | 2.1 | 0.704
-- worst max-delay path by stage --
stage | slack (ns) | from | to
after CTS | 0.11 | cnt_o[1] | cnt_o[7]
after global routing | 0.03 | cnt_o[1] | cnt_o[7]
final | 0.14 | cnt_o[1] | cnt_o[7]
-- synthesized netlist by cell type (all sizes together) --
master  count
conb        1
nand2b      1
nand2       2
nor4        2
buf         2
xnor2       1
or2b        1
nor2b       1
xor2        2
ha          1
o21bai      2
nand3       2
nor2        6
dfxtp       7
-- through the flow --
stage / setup TNS, ns / hold slack (ns)
detailed placement: -0.0811 / 0.456
global placement: 0 / 0.441
floorplan: 0 / 0.418
CTS: 0 / 0.495
global route: 0 / 0.516
finish: 0 / 0.494
-- power by group through the flow --
stage / clock [mW] / combinational (mW) / sequential, mW
CTS: 0.201 / 0.0436 / 0.228
global route: 0.227 / 0.0495 / 0.228
finish: 0.196 / 0.0441 / 0.228
Power and IR drop assume default switching activity.
